--- flow/design.v ---
module debouncer(input pb_1,clk,output pb_out);
wire slow_clk_en;
wire Q1,Q2,Q2_bar,Q0;
clock_enable u1(clk,slow_clk_en);
my_dff_en d0(clk,slow_clk_en,pb_1,Q0);
my_dff_en d1(clk,slow_clk_en,Q0,Q1);
my_dff_en d2(clk,slow_clk_en,Q1,Q2);
assign Q2_bar = ~Q2;
assign pb_out = Q1 & Q2_bar;
endmodule
module clock_enable(input Clk_100M,output slow_clk_en);
    reg [26:0]counter=0;
    always @(posedge Clk_100M)
    begin
       counter <= (counter>=249999)?0:counter+1;
    end
    assign slow_clk_en = (counter == 249999)?1'b1:1'b0;
endmodule
module my_dff_en(input DFF_CLOCK, clock_enable,D, output reg Q=0);
    always @ (posedge DFF_CLOCK) begin
  if(clock_enable==1) 
           Q <= D;
    end
endmodule 
--- flow/run.sh ---
#!/bin/bash
# OpenROAD 26Q1-2900-gdf79404cd8, Yosys 0.63+post, stock flow scripts
make -C /OpenROAD-flow-scripts/flow DESIGN_CONFIG=/design/flow/config.mk WORK_HOME=/design/flow/orfs finish
--- flow/config.mk ---
export PLATFORM = sky130hd
export DESIGN_NAME = debouncer
export DESIGN_NICKNAME = debouncer
export VERILOG_FILES = /design/flow/design.v
export SDC_FILE = /design/flow/constraint.sdc
export NUM_CORES = 4
export LEC_CHECK = 1
export CORE_AREA = 10 10 97 97
export DIE_AREA = 0 0 107 107
--- flow/constraint.sdc ---
current_design debouncer

set clk_period 2.3
set clk_io_pct 0.2

create_clock -name clk0 -period $clk_period [get_ports {clk}]

set non_clock_inputs [all_inputs -no_clocks]
set_input_delay [expr $clk_period * $clk_io_pct] -clock clk0 $non_clock_inputs
set_output_delay [expr $clk_period * $clk_io_pct] -clock clk0 [all_outputs]
==> run summary <==
Status: complete, no violations
Setup repair bufs after CTS: 0
Fin Clk Skew: 0.00714 ns
Synth warnings: 2
Largest net degree at the start of global routing: 19
Reg clk slew, reported paths: 0.06 ns
Synth Seq Share: 0.499
Fin cells: 233
PwrDens: 633 mW/mm2
Flops after synth: 30
CTS max path bufs: 2
Via count: 904
CP Capture Type: register
Hold Violations, Final: 0
Flop-to-flop setup slack: 0.35 ns
TritonCTS clock tree: done
Initial Util: 0.173
Die height: 107 um
Crit path DAT: 2.11 ns
Clk latency late pin: 0.28 ns
Layout cells sized above 1: 0.149
Cell Int Power: 779 uW
H-tree levels: 2
Inserted Clock Buffers: 5
Vias in the first global route: 839
Final setup fails: 0
Crit-path slowest cell: or4_1
FF-to-FF End: u1.counter[16]
CTS Sinks: 30
Top Ports: 3
Slew Viols, Final: 0
Critical path's largest stage delay: 0.41 ns
Placer Congestion: 0.795
Worst r2r src: u1.counter[0]
DR WL/cell: 9.38 um
Dpl ws: 0.381 ns
Mux frac, synth: 0
Log Warnings: 25
First-pass GRT wire length: 3910 um
Register share of total power: 0.555
Root Driver: clkbuf_8
Adder Share, Synth: 0.00989
Relative slew slack: 0.457
Yosys xor share: 0.0900
Cts hold-fix bufs: 0
Post_cts resized: 0
Unrepaired setup endpoints after global routing: false
Power share of the clock group: 0.440
Fmax: 0.513 GHz
Sw Pwr: 191 uW
Simple-Gate Area Share: 0.292
Core Area: 0.00729 mm2
Top-area cell share: 0.427
Yosys cell count: 117
CP required: 2.46 ns
And-or/or-and share of the synthesized area: 0.0781
Hold wc startpoint: d0.Q
Final wirelength: 2190 um
Die X: 107 um
Post-Syn Area: 0.00126 mm2
P_leak: 0.000450 uW
All-Layer GR Usage: 0.0403
Worst hold path class: reg2reg
Critical Path Fanout Max: 5
Die area: 0.0114 mm2
Final period util: 0.848
Crit. path cell count: 5
Hold path cells: 0
Max IR drop VDD: 0.000204 V
I/O Buffers: 2
Worst r2r path cells: 5
Number of distinct library cells after synthesis: 38
Post-DP HPWL: 1470 um
Drt drc: 0
Layout area overhead: 21.1%
Min Hold Slack: 0.427 ns
N_diodes: 0
Worst Hold End: d1.Q
GR Overflow Total: 0
Switching Fraction: 0.197
Setup WS post-layout: 0.350 ns
Sum Neg Setup Slack: 0 ns
Period minus WS final: 1.95 ns
DRT iter0 DRCs: 80
Mapped Cells: 117
Yosys Chip Area: 0.00126 mm2
Number of max-cap violations: 0
Power, Total: 970 uW
Slew at the pin closest to its max-slew limit: 0.814 ns
Startpoint types: register
Inst Count DP: 225
Row cnt: 31
Setup Crit Path Kind: reg2reg
Top cell family by delay on the critical path: simple AND/OR/NAND/NOR gates
First-pass DRT Iterations: 4
Top cells, area: dfxtp_1 43%, nor4_1 7.9%, edfxtp_1 7.1%
WP buf/inv: 0
Antenna viol nets, final: 0
Cell type with the largest total area: dfxtp_1
CP Cell Sequence: ha_1, and3_1, nand2_1, or4_1, a2111oi_1
Logic pwr share: 0.005
Initial antenna violation count: 0
Vias per inst: 3.88
Synth logic family: simple AND/OR/NAND/NOR gates
Syn Area/Cell: 10.8 um2
==> layout make-up <==
| type | count | area, um2 |
|---|---|---|
| clock buffers | 7 | 86.3 |
| clock inverters | 1 | 5.00 |
| fillers | 813 | 5760 |
| inverters | 2 | 7.51 |
| multi-input cells | 88 | 628 |
| flip-flops and latches | 30 | 631 |
| well taps | 99 | 124 |
| repair buffers | 6 | 50.0 |
==> per-stage QoR <==
step	util	cell area, um2
finish	0.210	1530
global route	0.210	1530
floorplan	-	1290
detailed placement	0.197	1440
global placement	0.197	1440
CTS	0.210	1530
==> worst reg2reg max path: stages, from the launching register on <==
cell       delay, ns
dfxtp_1         0.38
ha_1            0.22
and3_1          0.29
nand2_1         0.13
or4_1           0.41
a2111oi_1       0.41
==> cell families (layout without fill, tap and decap cells) <==
| group | count (synthesis) | in the layout |
|---|---|---|
| XOR/XNOR | 13 | 13 |
| buffers and inverters | 7 | 16 |
| AND-OR/OR-AND | 10 | 10 |
| flip-flops | 30 | 30 |
| other | 1 | 9 |
| adder cells (fa/ha/maj) | 1 | 1 |
| AND/OR/NAND/NOR | 55 | 55 |
==> worst max-delay path by stage <==
stage                          from              to  slack, ns
after CTS             u1.counter[0]  u1.counter[16]       0.36
after global routing  u1.counter[7]  u1.counter[16]       0.25
final                 u1.counter[0]  u1.counter[16]       0.35
==> metal layers <==
metal | GRT usage | part of all wire | vias to the layer above
met2 | 0.0588 | 0.43 | 10
li1 | - | - | 475
met4 | 0.00967 | 0.026 | 0
met1 | 0.0545 | 0.50 | 412
met5 | 0 | 0 | -
met3 | 0.0164 | 0.052 | 7
==> power by group through the flow <==
| stage | logic [uW] | registers (uW) | clock network (uW) |
|---|---|---|---|
| 6_report | 4.59 | 539 | 426 |
| 5_1_grt | 5.62 | 539 | 471 |
| 4_1_cts | 4.72 | 539 | 443 |
==> cells in the final DEF (no fill, tap or decap), drive strengths merged <==
cell type	n
inv	2
nor3	4
nor4b	1
nor2	1
conb	9
or4b	3
and4	1
buf	4
nor4	17
o31ai	1
clkdlybuf4s50	2
or3	2
clkbuf	7
or4	4
o41ai	2
a211oi	1
nand3	8
nand4	4
dfxtp	27
edfxtp	3
ha	1
or2	1
xnor2	7
and3	2
nand2	5
a2111oi	3
xor2	6
a21oi	1
o21ai	2
nor2b	1
clkinv	1
and2	1
==> cell usage after synthesis, drive strengths merged <==
cell type  count
nand4          4
o41ai          2
nor3           4
ha             1
dfxtp         27
buf            3
o31ai          1
and3           2
o21ai          2
and4           1
or4b           3
a2111oi        3
or2            1
inv            2
and2           1
nor2b          1
or3            2
xor2           6
or4            4
a211oi         1
nand3          8
xnor2          7
edfxtp         3
nor4b          1
clkbuf         2
nor4          17
nand2          5
nor2           1
a21oi          1
conb           1
==> state kept, by name, summed over array words and instances (netlist names) <==
| name | cells |
|---|---|
| u1.counter | 27 |
| d0.Q | 1 |
| d1.Q | 1 |
| d2.Q | 1 |
Power and IR drop assume default switching activity.
